**flow/run.sh**
```bash
#!/bin/bash
# OpenROAD 26Q1-2900-gdf79404cd8, Yosys 0.63+post, stock flow scripts
make -C /OpenROAD-flow-scripts/flow DESIGN_CONFIG=/design/flow/config.mk WORK_HOME=/design/flow/orfs finish
```
**flow/config.mk**
```make
export PLATFORM = sky130hd
export DESIGN_NAME = RAM
export DESIGN_NICKNAME = RAM
export VERILOG_FILES = /design/flow/design.v
export SDC_FILE = /design/flow/constraint.sdc
export NUM_CORES = 4
export LEC_CHECK = 1
export CORE_UTILIZATION = 50
```
**flow/constraint.sdc**
```tcl
current_design RAM

set clk_period 1.8
set clk_io_pct 0.2

create_clock -name clk0 -period $clk_period [get_ports {CLK}]

set non_clock_inputs [all_inputs -no_clocks]
set_input_delay [expr $clk_period * $clk_io_pct] -clock clk0 $non_clock_inputs
set_output_delay [expr $clk_period * $clk_io_pct] -clock clk0 [all_outputs]
```
**flow/design.v**
```verilog
module RAM #(parameter MEM_DEPTH=16 , MEM_WIDTH=8, ADDR_WIDTH=4)(
    input  wire                   		       CLK, RST,
    input  wire  [ADDR_WIDTH-1:0]		       Address,
    input  wire                  		       WrE, RdEn,
    input  wire  [MEM_WIDTH-1:0]               WrData,  
    output reg   [MEM_WIDTH-1:0]               RdData,
    output reg                                 RdData_Valid,
    output       [MEM_WIDTH-1:0]               REG0,
    output       [MEM_WIDTH-1:0]               REG1,
    output       [MEM_WIDTH-1:0]               REG2,
    output       [MEM_WIDTH-1:0]               REG3
);
    reg [MEM_WIDTH-1:0] Reg_File [MEM_DEPTH-1:0];        
    assign REG0 = Reg_File[0];  
    assign REG1 = Reg_File[1];  
    assign REG2 = Reg_File[2];  
    assign REG3 = Reg_File[3];  
    always @(posedge CLK or negedge RST) 
	  begin
        if (!RST) 
		  begin
            Reg_File[0] <= 'b0;
            Reg_File[1] <= 'b0;
            Reg_File[2] <= 'b10000000;  
            Reg_File[3] <= 'b00000001;  
            Reg_File[4] <= 'b0;
            Reg_File[5] <= 'b0;
            Reg_File[6] <= 'b0;
            Reg_File[7] <= 'b0;
            Reg_File[8] <= 'b0;
            Reg_File[9] <= 'b0;
            Reg_File[10] <= 'b0;
            Reg_File[11] <= 'b0;
            Reg_File[12] <= 'b0;
            Reg_File[13] <= 'b0;
            Reg_File[14] <= 'b0;
            Reg_File[15] <= 'b0;
            RdData<='b0;
            RdData_Valid<='b0;
		  end
        else 
        begin
		  if (WrE&(~RdEn))
          begin
          Reg_File[Address]<=WrData;
          RdData_Valid<=0;
          end
         else if (RdEn&(~WrE))
          begin
          RdData<=Reg_File[Address];
          RdData_Valid<=1;
          end
        end
       end
endmodule
```
==> results.py <==
# Auto-generated metrics
metrics = {
    "synth": {
        "mux_share_pct": 23.5,
        "yosys_register_bits": 137,
        "synthAoiAreaFrac_pct": 12.5,
        "ys_chip_area_sq_um": 6380,
        "synth_area_sq_um": 6380,
        "synth_area_per_cell_sq_um": 13.2,
        "ys_types": 44,
        "edf_count": 0,
        "yosys_cells": 483,
        "synth_cells": 483,
        "yosys.area_share.xor_xnor_pct": 0,
        "ys_sh_adder_pct": 0.392,
        "top_logic_kind": "multiplexers",
        "ys_seq_share_pct": 53.8,
        "yosys.area_share.simple_pct": 6.77,
        "yosysWarnings": 2,
        "ff_type": "dfrtp_1",
        "ys_async_sr_fraction_pct": 100,
    },
    "setup_path": {
        "slowest_stage": "dfstp_2",
        "crit_type": "reg -> out",
        "cp_cell_sequence": "clkdlybuf4s50_1",
        "cp_max_fo": 3,
        "crit_required_ns": 1.44,
        "slowest_delay_ns": 0.53,
        "crit_arrival_ns": 1.40,
        "start_kind": "flop",
        "cp_top_family": "flip-flops",
        "cp_num_buf_inv": 1,
        "critPathCaptureType": "output pin",
    },
    "finish": {
        "nFillCells": 876,
        "finalCoreUtilization_pct": 69.7,
        "layout-drive-gt1-share_pct": 46.8,
        "syn_to_final_growth_pct": 33.5,
    },
    "power_and_ir_drop": {
        "pwr-share-seq_pct": 45.6,
        "power.share.clock_pct": 36.4,
        "combPwrFrac_pct": 18.1,
        "power_uw": 8920,
        "leakagePower_uw": 0.00372,
        "peakVddDrop_uv": 755,
        "power_density_nw_per_um2": 1050,
        "p_sw_share_pct": 25.0,
        "p_switching_uw": 2230,
        "p_int_uw": 6690,
    },
    "timing": {
        "setup_viol": 0,
        "hold_viol": 44,
        "tightest_slew_ns": 0.457,
        "layout_setup_ws_ns": 0.0447,
        "fmax_mhz": 570,
        "finalClockPeriodUsage_pct": 97.5,
        "whs_ns": -0.120,
        "slew_headroom_pct": 69.5,
        "fin_skew_ns": 0.00469,
        "min_period_ns": 1.76,
        "rsz0062_at_grt": "no",
        "slew_violations": 0,
    },
    "floorplanning": {
        "core_sq_um": 12200,
        "io_pins": 57,
        "floorplan.rows": 40,
        "chipHeight_microns": 115,
        "chipArea_sq_um": 13200,
        "fp_util_pct": 52.2,
        "die_x_microns": 115,
    },
    "route": {
        "first_iter_violations": 300,
        "antennaDiodeCount": 0,
        "dr_total_vias": 4526,
        "drc": 0,
        "wl_per_cell_microns": 21.2,
        "wirelength_microns": 16500,
        "dr.pass1.iters": 6,
        "ant_nets": 0,
        "vias_per_cell": 5.80,
    },
    "grt": {
        "grt_usage_pct": 28.0,
        "grt_pass1_wl_microns": 26100,
        "grt_max_degree": 49,
        "antenna_found_initial": 0,
        "grt_pass1_vias": 4517,
        "grt-ovfl-total": 0,
    },
    "cts": {
        "clock-sinks": 137,
        "clock_latency_ns": 0.41,
        "cts_tree": "built",
        "clk_path_buf_depth": 2,
        "numCtsBuffers": 17,
        "htree_levels": 4,
        "cts-root-buf": "clkbuf_16",
        "path_clk_slew_ns": 0.05,
    },
    "place": {
        "finalWeightedCongestion": 0.923,
        "dp_hpwl_microns": 11100,
        "dp_slack_ns": -0.947,
        "portBuffers": 56,
    },
    "outcome": {
        "violations": "hold timing",
        "status": "finished with violations",
    },
    "job": {
        "cap_violations": 0,
        "openroad.warnings": 30,
    },
    "worst_hold_path": {
        "hold_path.class": "in -> async",
    },
}
==> synth_stat cells, types with 3 or more instances <==
library cell  count  share of area (%)
mux2_4            8                1.9
nor2_1           11               0.65
a21oi_1          10               0.78
nor2_4            6                1.1
inv_1             8               0.47
a2111oi_0         5               0.69
a211oi_1          5               0.59
a22oi_1          31                3.6
a221o_1           7                1.1
dfrtp_1         135                 53
buf_4             6               0.71
nor2b_1          12                1.2
and3_1            4               0.39
nand3_2           5               0.78
clkbuf_1         10               0.59
a22o_1           13                1.8
o221ai_1          4               0.55
nand2_2           3               0.29
mux2i_1           3               0.47
nand2b_1          3               0.29
nand2_1           4               0.24
o21ai_0          11               0.86
o22ai_1          19                1.9
mux2_2          118                 21
buf_2            11               0.86
nor2_2            5               0.49
==> path summary, 6_finish.rpt <==
check                                      from  slack, ns  depth (start not counted)               to
max in group asynchronous                   RST       1.31                          2   Reg_File[3][0]
min in group clk0               Reg_File[15][2]       0.49                          1  Reg_File[15][2]
worst min register to register  Reg_File[15][2]       0.49                          1  Reg_File[15][2]
worst max register to register   Reg_File[3][5]       0.31                          4        RdData[5]
worst min-delay path                        RST      -0.12                          1   Reg_File[8][1]
worst max-delay path             Reg_File[2][7]       0.04                          1          REG2[7]
==> repair_timing <==
item                       in CTS  in global routing
setup endpoints to repair      49                 75
gates resized                  27                 42
gates cloned                    0                  2
buffers inserted                0                  5
pin swaps                       4                 16
hold endpoints to repair       44                 44
==> cells in the final DEF (no fill, tap or decap), types with 7 or more instances in the layout <==
cell type,instances
a21oi_1,10
a22oi_2,8
nor2_2,8
clkdlybuf4s50_1,50
mux2_4,8
dfrtp_1,135
o21ai_0,8
inv_1,8
clkbuf_16,18
nor2b_1,8
a221o_1,7
mux2_2,118
a22oi_1,23
nor2_1,8
a22o_1,13
buf_4,56
o22ai_1,18
buf_12,10
==> logic make-up after synthesis <==
| group | Yosys count |
|---|---|
| flip-flops | 137 |
| multiplexers | 131 |
| adder cells (fa/ha/maj) | 2 |
| buffers and inverters | 39 |
| AND/OR/NAND/NOR | 64 |
| AND-OR/OR-AND | 110 |
==> through the flow <==
| stage | instance area (sq um) | TNS [ns] | instances | hold WS [ns] |
|---|---|---|---|---|
| finish | 8510 | 0 | 781 | -0.120 |
| global placement | 7590 | -57.02 | 742 | 0.321 |
| global route | 8510 | 0 | 781 | -0.0937 |
| detailed placement | 7590 | -57.88 | 742 | 0.327 |
| CTS | 8280 | -0.0691 | 774 | -0.115 |
| floorplan | 6380 | 0 | 483 | 0.0644 |
==> per-layer routing <==
layer / up-vias / global-route usage, % / routed length (microns)
li1: 2058 / - / -
met1: 2316 / 44.7 / 7440
met2: 136 / 42.7 / 7860
met3: 14 / 6.01 / 939
met4: 2 / 3.20 / 248
met5: - / 4.07 / 45
==> power by group through the flow <==
stage                 combinational, uW  clock, uW  sequential [uW]
after CTS                          1550       3290             4050
after global routing               1750       3430             4140
final                              1610       3240             4060
==> layout make-up <==
class	count	area (sq um)	area share, %
multi-input combinational	307	3010	35.4
tap	168	210	2.47
clock inverter	9	75.1	0.882
sequential	137	3430	40.3
clock buffer	23	478	5.62
timing repair buffer	128	1270	15.0
inverter	9	33.8	0.397
==> flip-flops by register name, indices dropped and copies added, names as in the netlist <==
name	flops
RdData	8
Reg_File	128
RdData_Valid	1
Power and IR drop assume default switching activity.
