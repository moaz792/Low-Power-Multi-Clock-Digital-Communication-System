$ cat ./design.v
module UART_RX # (parameter DATA_WIDTH = 8)
(
 input   wire                          CLK,
 input   wire                          RST,
 input   wire                          RX_IN,
 input   wire                          parity_enable,
 input   wire                          parity_type,
 input   wire   [5:0]                  Prescale, 
 output  wire   [DATA_WIDTH-1:0]       P_DATA, 
 output  wire                          data_valid,
 output  wire                          parity_error,
 output  wire                          framing_error
);
wire   [3:0]           bit_count ;
wire   [5:0]           edge_count ;
wire                   edge_bit_en; 
wire                   deser_en; 
wire                   par_chk_en; 
wire                   stp_chk_en; 
wire                   strt_chk_en; 
wire                   strt_glitch;
wire                   sampled_bit;
wire                   dat_samp_en;
uart_rx_fsm # ( .DATA_WIDTH(8)) U0_uart_fsm (
.CLK(CLK),
.RST(RST),
.S_DATA(RX_IN),
.Prescale(Prescale),
.bit_count(bit_count),
.parity_enable(parity_enable),
.edge_count(edge_count), 
.strt_glitch(strt_glitch),
.par_err(parity_error),
.stp_err(framing_error), 
.strt_chk_en(strt_chk_en),
.edge_bit_en(edge_bit_en), 
.deser_en(deser_en), 
.par_chk_en(par_chk_en), 
.stp_chk_en(stp_chk_en),
.dat_samp_en(dat_samp_en),
.data_valid(data_valid)
);
edge_bit_counter U0_edge_bit_counter (
.CLK(CLK),
.RST(RST),
.Prescale(Prescale),
.Enable(edge_bit_en),
.bit_count(bit_count),
.edge_count(edge_count) 
); 
data_sampling U0_data_sampling (
.CLK(CLK),
.RST(RST),
.S_DATA(RX_IN),
.Prescale(Prescale),
.Enable(dat_samp_en),
.edge_count(edge_count),
.sampled_bit(sampled_bit)
);
deserializer # ( .DATA_WIDTH(8)) U0_deserializer (
.CLK(CLK),
.RST(RST),
.Prescale(Prescale),
.sampled_bit(sampled_bit),
.Enable(deser_en),
.edge_count(edge_count), 
.P_DATA(P_DATA)
);
strt_chk U0_strt_chk (
.CLK(CLK),
.RST(RST),
.sampled_bit(sampled_bit),
.Enable(strt_chk_en), 
.strt_glitch(strt_glitch)
);
par_chk # ( .DATA_WIDTH(8)) U0_par_chk (
.CLK(CLK),
.RST(RST),
.parity_type(parity_type),
.sampled_bit(sampled_bit),
.Enable(par_chk_en), 
.P_DATA(P_DATA),
.par_err(parity_error)
);
stp_chk U0_stp_chk (
.CLK(CLK),
.RST(RST),
.sampled_bit(sampled_bit),
.Enable(stp_chk_en), 
.stp_err(framing_error)
);
endmodule
module data_sampling (
 input   wire                  CLK,
 input   wire                  RST,
 input   wire                  S_DATA,
 input   wire   [5:0]          Prescale,
 input   wire   [5:0]          edge_count,
 input   wire                  Enable, 
 output  reg                   sampled_bit
);
reg  [2:0]    Samples ;
wire [4:0]    half_edges ,
              half_edges_p1 ,
			  half_edges_n1 ;
assign 	half_edges    = (Prescale >> 1) - 'b1 ;
assign 	half_edges_p1 =  half_edges + 'b1 ;
assign 	half_edges_n1 =  half_edges - 'b1 ;
always @ (posedge CLK or negedge RST)
 begin
  if(!RST)
   begin
    Samples <= 'b0 ;
   end
  else 
   begin
    if(Enable) 
	 begin
	  if(edge_count == half_edges_n1)
       begin
        Samples[0] <= S_DATA ;
       end	
      else if(edge_count == half_edges)
       begin
        Samples[1] <= S_DATA ;
       end	
      else if(edge_count == half_edges_p1)
       begin
        Samples[2] <= S_DATA ;
       end
     end
    else
     begin
      Samples <= 'b0 ;
     end 
   end	 
 end
always @ (posedge CLK or negedge RST)
 begin
  if(!RST)
   begin
    sampled_bit <= 'b0 ;
   end
  else
   begin
    if(Enable) 
	 begin
      case (Samples)
      3'b000 : begin
                sampled_bit <= 1'b0 ;
               end	
      3'b001 : begin
                sampled_bit <= 1'b0 ;
               end
      3'b010 : begin
                sampled_bit <= 1'b0 ;
               end	
      3'b011 : begin
                sampled_bit <= 1'b1 ;
               end	
      3'b100 : begin
                sampled_bit <= 1'b0 ;
               end
      3'b101 : begin
                sampled_bit <= 1'b1 ;
               end	
      3'b110 : begin
                sampled_bit <= 1'b1 ;
               end
      3'b111 : begin
                sampled_bit <= 1'b1 ;
               end
      endcase
     end
    else
     begin
       sampled_bit <= 1'b0 ;
     end	 
   end
 end 
endmodule
module deserializer # ( parameter DATA_WIDTH = 8 )
(
 input   wire                      CLK,
 input   wire                      RST,
 input   wire                      sampled_bit,
 input   wire                      Enable, 
 input   wire   [5:0]              edge_count, 
 input   wire   [5:0]              Prescale, 
 output  reg    [DATA_WIDTH-1:0]   P_DATA
);
always @ (posedge CLK or negedge RST)
 begin
  if(!RST)
   begin
    P_DATA <= 'b0 ;
   end
  else if(Enable && edge_count == (Prescale - 6'b1))
   begin
    P_DATA <= {sampled_bit,P_DATA[7:1]}	;
   end	
 end
endmodule
module edge_bit_counter 
(
 input   wire                  CLK,
 input   wire                  RST,
 input   wire                  Enable,
 input   wire  [5:0]           Prescale, 
 output  reg   [3:0]           bit_count,
 output  reg   [5:0]           edge_count 
);
wire                           edge_count_done ;
always @ (posedge CLK or negedge RST)
 begin
  if(!RST)
   begin
    edge_count <= 'b0 ;
   end
  else if(Enable)
   begin
    if (edge_count_done)
	 begin
      edge_count <= 'b0 ;
	 end
	else
	 begin
      edge_count <= edge_count + 'b1 ;
	 end	
   end 
  else
   begin
    edge_count <= 'b0 ;
   end   
 end
assign edge_count_done = (edge_count == (Prescale - 6'b1)) ? 1'b1 : 1'b0 ; 
always @ (posedge CLK or negedge RST)
 begin
  if(!RST)
   begin
    bit_count <= 'b0 ;
   end
  else if(Enable)
   begin
    if (edge_count_done)
	 begin
      bit_count <= bit_count + 'b1 ;
	 end
   end 
  else
   begin
    bit_count <= 'b0 ;
   end	
 end 
endmodule
module par_chk # ( parameter DATA_WIDTH = 8 )
(
 input   wire                   CLK,
 input   wire                   RST,
 input   wire                   parity_type, 
 input   wire                   sampled_bit,
 input   wire                   Enable,  
 input   wire  [DATA_WIDTH-1:0] P_DATA,
 output  reg                    par_err
);
reg        parity ;
always @ (*)
  begin
    case(parity_type)
    1'b0 : begin                 
	        parity <= ^P_DATA  ;      
	       end
    1'b1 : begin
	        parity <= ~^P_DATA ;      
	       end		
    endcase       	 
 end 
always @ (posedge CLK or negedge RST)
 begin
  if(!RST)
   begin
    par_err <= 1'b0 ;
   end
  else if(Enable)
   begin
    par_err <= parity ^	sampled_bit ;
   end	
 end
endmodule
module stp_chk (
 input   wire                  CLK,
 input   wire                  RST,
 input   wire                  sampled_bit,
 input   wire                  Enable, 
 output  reg                   stp_err
);
always @ (posedge CLK or negedge RST)
 begin
  if(!RST)
   begin
    stp_err <= 'b0 ;
   end
  else if(Enable)
   begin
    stp_err <= 1'b1 ^ sampled_bit ;
   end
 end
endmodule
module strt_chk (
 input   wire                  CLK,
 input   wire                  RST,
 input   wire                  sampled_bit,
 input   wire                  Enable, 
 output  reg                   strt_glitch
);
always @ (posedge CLK or negedge RST)
 begin
  if(!RST)
   begin
    strt_glitch <= 'b0 ;
   end
  else if(Enable)
   begin
    strt_glitch <= sampled_bit ;
   end
 end
endmodule
module uart_rx_fsm  # ( parameter DATA_WIDTH = 8 ) (
 input   wire                  CLK,
 input   wire                  RST,
 input   wire                  S_DATA,
 input   wire   [5:0]          Prescale,  
 input   wire                  parity_enable, 
 input   wire   [3:0]          bit_count,
 input   wire   [5:0]          edge_count,
 input   wire                  par_err,
 input   wire                  stp_err, 
 input   wire                  strt_glitch,
 output  reg                   strt_chk_en,  
 output  reg                   edge_bit_en, 
 output  reg                   deser_en, 
 output  reg                   par_chk_en, 
 output  reg                   stp_chk_en,
 output  reg                   dat_samp_en,
 output  reg                   data_valid
);
localparam  [2:0]      IDLE     = 3'b000 ,
                       start    = 3'b001 ,
					   data     = 3'b011 ,
					   parity   = 3'b010 ,
					   stop     = 3'b110 ,
					   err_chk  = 3'b111 ;
reg         [2:0]      current_state , 
                       next_state    ;
wire        [5:0]      check_edge , 
                       error_check_edge;                 					   
assign  check_edge = (Prescale - 6'd1) ;
assign  error_check_edge = (Prescale - 6'd2) ;
always @ (posedge CLK or negedge RST)
 begin
  if(!RST)
   begin
    current_state <= IDLE ;
   end
  else
   begin
    current_state <= next_state ;
   end
 end
always @ (*)
 begin
  case(current_state)
  IDLE   : begin
             if(!S_DATA)
			  next_state = start ;
			else
			  next_state = IDLE ; 			
           end
  start  : begin
             if(bit_count == 4'd0 && edge_count == check_edge)
			   begin
			    if(!strt_glitch)                     
				 begin
			      next_state = data ;
                 end
                else 
                 begin
 			      next_state = IDLE ;       
                 end		
               end
			 else
			   begin
			    next_state = start ; 			
               end			  
           end
  data   : begin
             if(bit_count == 4'd8 && edge_count == check_edge)
			   begin
			     if(parity_enable)
				   begin
			        next_state = parity ;
				   end 
                 else
				   begin
			        next_state = stop ;
                   end					
               end
			 else
			   begin
			    next_state = data ; 			
               end			  
           end 
  parity : begin
             if(bit_count == 4'd9 && edge_count == check_edge)
			   begin
			    next_state = stop ; 
               end
			 else
			   begin
			    next_state = parity ; 			
               end			  
            end
  stop    : begin  
			  if(parity_enable)
				begin
				  if(bit_count == 4'd10 && edge_count == error_check_edge)
			        begin
			          next_state = err_chk ; 
                    end
			      else
			        begin
					  next_state = stop ; 			
                   end					   
			    end
              else
                begin
				  if(bit_count == 4'd9 && edge_count == error_check_edge)
			        begin
			          next_state = err_chk ; 
                    end
			      else
			        begin
					  next_state = stop ; 			
                   end	
                end				
            end	
  err_chk : begin
              if(!S_DATA)
			   next_state = start ;
			  else
			   next_state = IDLE ; 									  
            end				  		   
  default: begin
			 next_state = IDLE ; 
           end	
  endcase                 	   
 end 
always @ (*)
 begin
  edge_bit_en = 1'b0 ;
  dat_samp_en = 1'b0 ;  
  deser_en    = 1'b0 ; 
  par_chk_en  = 1'b0 ; 
  stp_chk_en  = 1'b0 ;
  data_valid  = 1'b0 ;
  strt_chk_en = 1'b0 ;
  case(current_state)
  IDLE   : begin
             if(!S_DATA)
			  begin
               edge_bit_en = 1'b1 ; 
               dat_samp_en = 1'b1 ; 			   			   
			   strt_chk_en = 1'b1 ;
               deser_en    = 1'b0 ; 
               par_chk_en  = 1'b0 ; 
               stp_chk_en  = 1'b0 ;	
			  end 
			else
			  begin
			   strt_chk_en = 1'b0 ;
               edge_bit_en = 1'b0 ; 
               deser_en    = 1'b0 ; 
               par_chk_en  = 1'b0 ; 
               stp_chk_en  = 1'b0 ;
               dat_samp_en = 1'b0 ; 			   
			  end  			
           end
  start  : begin
			 strt_chk_en = 1'b1 ;  
             edge_bit_en = 1'b1 ; 
             deser_en    = 1'b0 ; 
             par_chk_en  = 1'b0 ; 
             stp_chk_en  = 1'b0 ;
             dat_samp_en = 1'b1 ;			 
           end
  data   : begin
             edge_bit_en = 1'b1 ; 
             deser_en    = 1'b1 ; 
             par_chk_en  = 1'b0 ; 
             stp_chk_en  = 1'b0 ;
             dat_samp_en = 1'b1 ;			 
           end
  parity : begin
             edge_bit_en = 1'b1 ; 
             deser_en    = 1'b0 ; 
             par_chk_en  = 1'b1 ; 
             stp_chk_en  = 1'b0 ;
             dat_samp_en = 1'b1 ;				 
           end
  stop   : begin
             edge_bit_en = 1'b1 ; 
             deser_en    = 1'b0 ; 
             par_chk_en  = 1'b0 ; 
             stp_chk_en  = 1'b1 ;
             dat_samp_en = 1'b1 ;				 
           end	
  err_chk: begin
             edge_bit_en = 1'b0 ; 
             deser_en    = 1'b0 ; 
             par_chk_en  = 1'b0 ; 
             stp_chk_en  = 1'b0 ;
             dat_samp_en = 1'b1 ;
             if(par_err | stp_err)
			   begin
			    data_valid = 1'b0 ; 
               end
			 else
			   begin
			    data_valid = 1'b1 ; 	    				
               end				 
           end			   
  default: begin
             edge_bit_en = 1'b0 ; 
             deser_en    = 1'b0 ; 
             par_chk_en  = 1'b0 ; 
             stp_chk_en  = 1'b0 ;	
			 data_valid  = 1'b0 ;
             dat_samp_en = 1'b0 ;				 
		   end 
  endcase                 	   
 end 
endmodule
$ cat ./run.sh
#!/bin/bash
# OpenROAD 26Q1-2900-gdf79404cd8, Yosys 0.63+post, stock flow scripts
make -C /OpenROAD-flow-scripts/flow DESIGN_CONFIG=/design/flow/config.mk WORK_HOME=/design/flow/orfs finish
$ cat ./config.mk
export PLATFORM = sky130hd
export DESIGN_NAME = UART_RX
export DESIGN_NICKNAME = UART_RX
export VERILOG_FILES = /design/flow/design.v
export SDC_FILE = /design/flow/constraint.sdc
export NUM_CORES = 4
export LEC_CHECK = 1
export CORE_UTILIZATION = 40
$ cat ./constraint.sdc
current_design UART_RX

set clk_period 2.6
set clk_io_pct 0.2

create_clock -name clk0 -period $clk_period [get_ports {CLK}]

set non_clock_inputs [all_inputs -no_clocks]
set_input_delay [expr $clk_period * $clk_io_pct] -clock clk0 $non_clock_inputs
set_output_delay [expr $clk_period * $clk_io_pct] -clock clk0 [all_outputs]
==> results.sh <==
# yosys + openroad results
export IMPL_antenna_found_initial=0
export IMPL_synth_top_area_share=0.355
export IMPL_first_pass_iters=4
export IMPL_drive_gt1_frac=0.246
export IMPL_die_area_sq_mm=0.00558
export IMPL_postSynthSeqShare=0.367
export IMPL_ff_latch_area_sq_um=777
export IMPL_slew_violations=0
export IMPL_die_w_um=74.7
export IMPL_place_hpwl_mm=3.37
export IMPL_tool_warnings=30
export IMPL_routabilityCongestion=0.818
export IMPL_grt_pass1_vias=1599
export IMPL_clk_latency_ps=290
export IMPL_ant_nets=0
export IMPL_path_class="primary input to flop"
export IMPL_rows=26
export IMPL_top_area_cell="dfrtp_1"
export IMPL_swShare=0.342
export IMPL_ys_ff=31
export IMPL_grt_max_degree=32
export IMPL_finalCritPeriodShare=0.954
export IMPL_ys_chip_area_sq_mm=0.00212
export IMPL_cts_max_level=2
export IMPL_root_buffer="clkbuf_8"
export IMPL_setup_viol=0
export IMPL_diodes=0
export IMPL_status="finished, final reports clean"
export IMPL_grtUsageTotal=0.178
export IMPL_p_int_mw=1.20
export IMPL_ctsHoldBuffers=0
export IMPL_yosysCellCount=215
export IMPL_vias_per_cell=5.17
export IMPL_edf_count=0
export IMPL_fin_crit_ps=2480
export IMPL_p_sw_uw=624
export IMPL_synth_distinct_cells=49
export IMPL_grt_ovfl_total=0
export IMPL_async_flop_share=1.00
export IMPL_cts_sinks=31
export IMPL_clockBufferDepth=2
export IMPL_cts_clk_slew_worst_paths_ps=70
export IMPL_most_common_cell="dfrtp_1"
export IMPL_syn_avg_cell_area_sq_um=9.84
export IMPL_p_clk_frac=0.269
export IMPL_wl_per_cell_um=13.6
export IMPL_crit_required_ps=2820
export IMPL_fmax_ghz=0.403
export IMPL_die_y_um=74.7
export IMPL_crit_path_max_incr_delay_ps=470
export IMPL_rsz0062_at_grt="false"
export IMPL_fp_utilization=0.414
export IMPL_fp_coreArea_sq_mm=0.00511
export IMPL_io_buffers=21
export IMPL_arrival_ps=2700
export IMPL_top_cells_by_count="dfrtp_1, xnor2_1, xor2_1"
export IMPL_pwr_share_comb=0.371
export IMPL_nFillCells=459
export IMPL_first_iter_violations=87
export IMPL_path_cells="clkdlybuf4s50_1, inv_1, ha_1, xnor2_1, a211oi_2, o211ai_1, buf_4, or4_4, a21oi_2"
export IMPL_cellPowerDensity_mw_per_mm2=655
export IMPL_netlist_area_sq_mm=0.00212
export IMPL_ff_type="dfrtp_1"
export IMPL_synth_warnings=7
export IMPL_worstMarginPinSlew_ps=463
export IMPL_slowest_stage="clkdlybuf4s50_1"
export IMPL_placed_area_sq_mm=0.00260
export IMPL_cts_made_buffers=5
export IMPL_finClkSkew_ps=8.13
export IMPL_syn2layout_area_growth_pct=31.6
export IMPL_cts_tree="done"
export IMPL_synth_cells=215
export IMPL_critPathCaptureType="flop"
export IMPL_vias=1747
export IMPL_max_cap_violations=0
export IMPL_comb_area_sq_mm=0.00130
export IMPL_max_slew_margin=0.690
export IMPL_p_seq_frac=0.360
export IMPL_hold_ws_ps=515
export IMPL_crit_path_max_fanout=5
export IMPL_drc_errors=0
export IMPL_num_io_pins=22
export IMPL_finalHoldViolations=0
export IMPL_top_cells_by_area="dfrtp_1, xnor2_1, mux2_2"
export IMPL_ir_drop_v=0.000324
export IMPL_power_leakage_nw=1.23
export IMPL_worstHoldPathType="flop to flop"
export IMPL_critPathLaunchType="primary input"
export IMPL_fin_area_sq_mm=0.00278
export IMPL_finalWirelength_mm=4.58
export IMPL_grt_pass1_wl_mm=7.49
flip-flops by register name (all words and copies together) (netlist names):
signal and cells:
U0_edge_bit_counter.edge_count 6, U0_stp_chk.stp_err 1, U0_data_sampling.Samples 3, U0_data_sampling.sampled_bit 1, U0_deserializer.P_DATA 8, U0_uart_fsm.current_state 6, U0_strt_chk.strt_glitch 1, U0_par_chk.par_err 1
U0_edge_bit_counter.bit_count 4
worst max-delay path, delay by kind of cell:
kind	cells	cell delay [ps]
AOI/OAI and AO/OA	3	610
and+or+nand+nor	1	410
buffers and inverters	3	740
adders and majority gates	1	270
xor gates and xnor gates	1	140
per-layer routing:
layer	part of all wire	vias to the layer above	global-route usage
li1	-	875	-
met1	0.51	848	0.285
met2	0.45	17	0.275
met3	0.025	7	0.0244
met4	0.013	0	0.0168
met5	0	-	0
cell usage in the layout (no fill, tap or decap), types with 2 or more instances in the layout:
cell type	synthesis	layout
o31a_1	2	2
xnor2_1	20	20
clkdlybuf4s50_1	0	20
buf_4	1	31
dfrtp_1	30	30
a2111oi_2	2	2
nand2_1	9	9
nor2b_1	2	2
xor2_1	12	12
o211a_1	2	2
mux2i_1	6	5
and3b_1	2	2
nor3_1	10	10
clkbuf_8	0	6
o211ai_1	3	3
ha_1	9	8
a31oi_1	2	2
inv_2	0	2
nand2b_1	2	2
a21oi_1	10	9
nor2_1	10	10
o31ai_1	4	3
o221ai_1	2	2
inv_1	9	7
nand3_1	9	8
and2_1	2	2
o21ai_0	10	10
mux2_2	11	11
nor3b_1	4	4
and3_1	3	3
per-stage QoR:
step	instances	util	setup WS (ps)	power (mW)	TNS (ps)
after floorplan	215	-	145	1.08	0
after global placement	328	0.510	-269	1.31	-3910
after detailed placement	328	0.510	-312	1.31	-4810
after CTS	336	0.534	2.22	1.81	0
after global routing	338	0.545	7.90	1.93	0
final	338	0.545	121	1.82	0
path summary, 6_finish.rpt:
check	startpoint	end	slack [ps]	cells past startpoint
setup reg to reg	U0_edge_bit_counter.edge_count[5]	U0_uart_fsm.current_state[1]	550	7
hold / removal	U0_uart_fsm.current_state[3]	U0_uart_fsm.current_state[3]	520	2
hold reg to reg	U0_uart_fsm.current_state[3]	U0_uart_fsm.current_state[3]	520	2
max in group asynchronous	RST	U0_uart_fsm.current_state[0]	1650	2
setup / recovery	Prescale[0]	U0_edge_bit_counter.bit_count[2]	120	9
min in group asynchronous	RST	U0_edge_bit_counter.bit_count[3]	630	2
cell type report:
type | instances | share of cell area
Multi-Input combinational cell | 167 | 0.468
Sequential cell | 31 | 0.279
Timing Repair Buffer | 53 | 0.167
Tap cell | 70 | 0.0315
Clock buffer | 6 | 0.0297
Clock inverter | 2 | 0.0126
Inverter | 9 | 0.0121
timing repair:
item                                   CTS  global route
setup endpoints to repair                1            22
buffers inserted                         0             2
gates resized                            1            12
cloned                                   0             0
pin swaps                                0             4
endpoints found under the hold margin    0             0
logic make-up (layout without fill, tap and decap cells):
family / Yosys count / after routing / share of synthesized area
multiplexers: 17 / 17 / 0.0869
adder cells (fa/ha/maj): 9 / 9 / 0.0532
flip-flops: 31 / 31 / 0.367
AND-OR/OR-AND: 44 / 44 / 0.146
XOR/XNOR: 33 / 33 / 0.140
AND/OR/NAND/NOR: 64 / 64 / 0.168
buffers and inverters: 17 / 70 / 0.0384
power by group through the flow:
stage	Sequential [mW]	Clock [mW]	Combinational (mW)
finish	0.657	0.491	0.676
global route	0.667	0.518	0.746
CTS	0.656	0.500	0.655
Power figures rest on the tool's default switching activity, not on a simulated workload.
