$ cat ./constraint.sdc
current_design fifo_top

set clk_period 3.5
set clk_io_pct 0.2

create_clock -name clk0 -period $clk_period [get_ports {r_clk}]
create_clock -name clk1 -period $clk_period [get_ports {w_clk}]

set non_clock_inputs [all_inputs -no_clocks]
set_input_delay [expr $clk_period * $clk_io_pct] -clock clk0 $non_clock_inputs
set_output_delay [expr $clk_period * $clk_io_pct] -clock clk0 [all_outputs]
$ cat ./run.sh
#!/bin/bash
# OpenROAD 26Q1-2900-gdf79404cd8, Yosys 0.63+post, stock flow scripts
make -C /OpenROAD-flow-scripts/flow DESIGN_CONFIG=/design/flow/config.mk WORK_HOME=/design/flow/orfs finish
$ cat ./design.v
module BIT_SYNC # ( 
   parameter NUM_STAGES = 2 ,
	 parameter BUS_WIDTH = 4 
)(
input    wire                      CLK,
input    wire                      RST,
input    wire    [BUS_WIDTH-1:0]   ASYNC,
output   reg     [BUS_WIDTH-1:0]   SYNC
);
reg   [NUM_STAGES-1:0] sync_reg [BUS_WIDTH-1:0] ;
integer  I ;
always @(posedge CLK or negedge RST)
 begin
  if(!RST)       
   begin
     for (I=0; I<BUS_WIDTH; I=I+1)
      sync_reg[I] <= 'b0 ;
   end
  else
   begin
    for (I=0; I<BUS_WIDTH; I=I+1)
     sync_reg[I] <= {sync_reg[I][NUM_STAGES-2:0],ASYNC[I]};    
   end  
 end
always @(*)
 begin
  for (I=0; I<BUS_WIDTH; I=I+1)
    SYNC[I] = sync_reg[I][NUM_STAGES-1] ; 
 end  
endmodule
module fifo_memory #(parameter data_width = 8 , addr_size = 3 ) (
input wire  						   w_clk ,
input wire  						   w_clk_en ,
input wire						   reset ,
input wire  [addr_size-1:0]		   w_addr ,
input wire  [addr_size-1:0] 		   r_addr ,
input wire [data_width-1:0] w_data ,
output wire [data_width-1:0] r_data 
);
reg [data_width-1:0] memory [7:0] ;
integer i ;
always @(posedge w_clk , negedge reset)
	begin
		if(~reset)
			begin
				for(i=0 ;i<8;i=i+1) 
				memory[i]	 <= 'd0 ;
			end
		else if(w_clk_en)
			begin
				memory[w_addr] <= w_data ; 	
			end
	end
	assign r_data = memory[r_addr];
endmodule
module fifo_rptr#(parameter ptr_size = 4 , addr_size = 3 ) (
input wire                  rclk ,
input wire     					        rrest_n ,
input wire                  rinc ,
input wire [ptr_size-1:0]   rq2_wptr ,
output reg [ptr_size-1:0]   rptr ,
output reg [addr_size-1:0]  r_addr ,
output reg                  empty 
);
reg [ptr_size-1:0]   c_counter , n_counter ;
reg [ptr_size-1:0]   n_rptr ;
reg [addr_size-1:0]  n_r_addr ;
reg                  n_empty ;
wire condition = rq2_wptr== rptr ;
always@(posedge rclk , negedge rrest_n)
	begin
		if(~rrest_n)
			begin
				c_counter   <='d0;
				rptr        <='d0 ;
				r_addr      <= 'd0 ;
				empty       <= 'd1 ;
			end
		else
			begin
				c_counter <=n_counter;
				rptr      <=n_rptr ;
				r_addr    <= n_r_addr;
				empty     <= n_empty;
			end
	end
always@(*)
		begin
				n_counter = c_counter;
				n_rptr    =rptr ;
				n_r_addr  = r_addr;
				n_empty   = empty;
				if (condition)
					begin
						n_empty = 'd1 ;
					end
				else
					begin
						n_empty = 'd0 ;
				if(rinc)
					begin
						 n_counter = c_counter+1 ;
						n_r_addr   = n_counter[2:0] ;
						n_rptr     = n_counter ^ (n_counter>>1) ;
					end
				end
		end
endmodule
module fifo_top #(parameter ptr_size = 4 , addr_size = 3 , data_width = 8 )(
input wire  wrst_n ,
input wire  reset , 
input wire  w_clk , 
input wire  winc , 
input wire  [data_width-1:0]  w_data , 
input wire  r_clk , 
input wire  rrest_n , 
input wire  rinc , 
output wire w_full ,
output wire [data_width-1:0] r_data,
output wire r_empty 
);
wire in_full ;
wire [ptr_size-1:0] in_wq2_rptr , in_wptr; 
wire [addr_size-1:0] in_w_addr ; 
	fifo_wptr A0 (
	.w_clk(w_clk) , 
	.wrst_n(wrst_n) , 
	.winc(winc) , 
	.wq2_rptr(in_wq2_rptr) , 
	.wptr(in_wptr) , 
	.w_addr(in_w_addr) , 
	.w_full(w_full) ,
	.wire_w_full(in_full)
	);
wire [addr_size-1:0] in_r_addr ; 
	fifo_memory A1(
	.w_clk(w_clk),
	.w_clk_en(in_full),
	.reset(reset),
	.w_addr(in_w_addr),
	.r_addr(in_r_addr),
	.w_data(w_data),
	.r_data(r_data)
	);
wire[ptr_size-1:0] in_rq2_wptr , in_rptr ;	
	fifo_rptr A2 (
	.rclk (r_clk) , 
	.rrest_n (rrest_n) , 
	. rinc (rinc) , 
	. rq2_wptr (in_rq2_wptr) , 
	. rptr (in_rptr) , 
	.r_addr (in_r_addr) , 
	. empty (r_empty)
	);
	BIT_SYNC A3 (
    .CLK(w_clk) ,
    .RST(wrst_n) ,
    .ASYNC(in_rptr) ,
    .SYNC(in_wq2_rptr)
  );
	BIT_SYNC A4 (
    .CLK(r_clk) ,
    .RST(rrest_n) ,
    .ASYNC(in_wptr) ,
    .SYNC(in_rq2_wptr)
  );
endmodule
module fifo_wptr #(parameter ptr_size = 4 , addr_size = 3 )(
input wire  						          w_clk ,
input wire  						          wrst_n ,
input wire  						          winc ,
input wire  [ptr_size-1:0]  wq2_rptr ,
output reg  [ptr_size-1:0]  wptr ,
output reg  [addr_size-1:0] w_addr ,
output reg 						           w_full ,
output reg 						           wire_w_full
);
reg [ptr_size-1:0]    n_counter , c_counter  ;
reg  [addr_size-1:0]  n_w_addr ;
reg  [ptr_size-1:0]   n_wptr ;
reg                   n_w_full ;
wire condition = wq2_rptr[ptr_size-3:0] == wptr[ptr_size-3:0] &wq2_rptr[ptr_size-1] != wptr[ptr_size-1] & wq2_rptr[ptr_size-2] != wptr[ptr_size-2] ;
always@(posedge w_clk , negedge wrst_n)
	begin
		if(~wrst_n)
			begin
				c_counter <='d0 ;
				w_addr    <= 'd0 ;
				w_full    <= 'd0 ;
				wptr      <= 'd0 ;
			end
		else
		  begin
		     c_counter <= n_counter ;
			   wptr      <= n_wptr ;
			   w_addr    <= n_w_addr ;
		    	w_full    <= n_w_full ;
		  end 
	 end
always@(*)
	begin
		  n_counter = c_counter ;
			n_wptr    = wptr ;
			n_w_addr  = w_addr ;
			n_w_full  = w_full ;
			if (condition)
				begin
					n_w_full = 'd1 ;
				end
			else
				begin
					n_w_full = 'd0 ;
					if (winc)
						begin
							n_counter = c_counter +1 ;
							n_w_addr  = n_counter[2:0] ;
							n_wptr    = n_counter ^ (n_counter >> 1) ;
					end
			end
	end
always @(*)
  begin
    wire_w_full = !w_full & winc ;
  end
endmodule
$ cat ./config.mk
export PLATFORM = sky130hd
export DESIGN_NAME = fifo_top
export DESIGN_NICKNAME = fifo_top
export VERILOG_FILES = /design/flow/design.v
export SDC_FILE = /design/flow/constraint.sdc
export NUM_CORES = 4
export LEC_CHECK = 1
export CORE_UTILIZATION = 30
==> flow_summary.toml <==
# physical design summary
[status]
status = "completed"

[hold_path]
hp-class = "in2async"

[die]
fp_util_pct = 31.0
dieWidth_um = 119
ioPinCount = 25
dieArea_sq_um = 14300
fp-row-count = 42
core_area_sq_um = 13300
die_y_um = 119

[finish]
fillers = 1267
area_growth_pct = 20.2
final_cells = 516
final_cell_mix = "95 x dfrtp_1, 71 x mux2_2, 22 x clkdlybuf4s50_1"
largest_register_ffs = 64
post-route-util_pct = 37.3
lay_top_count = "dfrtp_1"
drive_above_1_share_pct = 31.5
flop_area_sq_um = 2400
layout.area.comb_sq_um = 1640

[synthesis]
ys_seq_share_pct = 58.0
ys_cells = 304
edf_count = 0
synth_chip_area_sq_um = 4140
synthArstFlopShare_pct = 100
ys_types = 28
synth.avg_cell_area_sq_um = 13.6
ys.flops = 96
synthTopCellsByArea = "dfrtp_1 57%, mux2_2 19%, ha_1 3.6%, xor2_1 3.0%, a221oi_1 2.5%"
synthFlopType = "dfrtp_1"
syn_inst = 304
netlist_area_sq_um = 4140
top_cell_area_share_pct = 57.4
synth.largest_area_cell = "dfrtp_1"
ys_warn_count = 6

[placement]
place_hpwl_um = 5670
numPortBuffers = 23
globalplace.congestion = 0.808
placed_cells = 498

[grt]
globalRouteTotalUtil_pct = 13.5
overflow = 0
first_global_vias = 2636
grt_pass1_wl_um = 14400
antenna_found_initial = 0
grt_max_degree = 58

[cts]
cts_sinks = 96
post_cts_resized = 0
path_clk_slew_ps = 60
cts_tree = "built"
cts_hold_buf = 0
cts_setup_buffers = 0

[drt]
drc_errors = 0
wirelength_um = 8590
viasPerCell = 4.98
post_drt_wl_per_cell_um = 16.6
drtAntennaViolNets = 0
drtIter0Drc = 118
drt_pass1_iterations = 5
num_vias = 2568
diodes = 0

[sta]
fin_hold_ws_ps = 195
slew_violations = 0
tns_ps = 0
fin_skew_ps = 7.51
worst-slew-pin-transition_ps = 734
hold_viol = 0
setup_viol = 0
slew_headroom_pct = 51.1

[worst_setup_path]
critPathLaunchType = "flip-flop"
arrival_ps = 2580
end_kind = "output pin"
cp.required_ps = 2800
crit_type = "reg2out"
worstPathMaxFanout = 6

[pwr]
peakVddDrop_uv = 426
power_leakage_nw = 2.13
power_density_nw_per_um2 = 1040

[job]
max_cap_viol_count = 0
warnings = 34
[cells in the mapped netlist (3+ instances only)]
library cell / number
ha_1: 12
inv_1: 5
o21ai_0: 13
nand3_1: 7
mux2_2: 71
nor2_1: 8
clkbuf_1: 6
a21oi_1: 4
nand2_1: 14
and3_1: 3
buf_2: 9
a31oi_1: 4
dfrtp_1: 95
xor2_1: 14
a221oi_1: 12
a222oi_1: 6
nor4_1: 3
xnor2_1: 6
[area by class of cell]
cell class / count / area share (%)
clock buffer: 14 / 6.59
clock inverter: 4 / 1.08
inverter: 6 / 0.452
multi-input combinational: 186 / 33.0
sequential: 96 / 48.3
tap: 176 / 4.42
timing repair buffer: 34 / 6.18
[layer usage]
layer | wire, um | up-vias | global-route usage [%]
li1 | - | 1163 | -
met5 | 0 | - | 0
met4 | 166 | 0 | 2.34
met1 | 3990 | 1329 | 21.7
met3 | 582 | 13 | 3.54
met2 | 3860 | 63 | 19.1
[path summary, 6_finish.rpt]
path | start | end | slack [ps] | cells after the start
setup / recovery | A2.r_addr[0] | r_data[7] | 220 | 7
hold / removal | reset | A1.memory[5][7] | 200 | 1
setup reg to reg | A0.w_full | A1.memory[5][2] | 1540 | 3
hold reg to reg | A4.sync_reg[0][0] | A4.sync_reg[0][1] | 350 | 0
max in group clk1 | winc | A1.memory[5][2] | 1020 | 4
max in group asynchronous | rrest_n | A2.r_addr[1] | 2180 | 1
min in group clk0 | A4.sync_reg[0][0] | A4.sync_reg[0][1] | 350 | 0
min in group clk1 | A3.sync_reg[2][0] | A3.sync_reg[2][1] | 350 | 0
[through the flow]
| stage | cell area, sq um | setup slack, ps | power [mW] |
|---|---|---|---|
| detailed placement | 4590 | 411 | 4.00 |
| finish | 4980 | 224 | 5.15 |
| floorplan | 4140 | 1090 | 3.24 |
| global placement | 4590 | 457 | 3.96 |
| global route | 4980 | -6.73 | 5.54 |
| CTS | 4970 | 144 | 5.21 |
[cell families (layout without fill, tap and decap cells)]
logic type | Yosys count | after routing | share of synthesized area, %
compound gates | 44 | 44 | 8.01
xor+xnor | 20 | 20 | 4.23
fa+ha+maj | 12 | 12 | 3.63
buf+inv | 22 | 58 | 2.45
flops | 96 | 96 | 58.0
mux | 71 | 71 | 19.3
simple gates | 39 | 39 | 4.35
[report_power, final]
group / total (mW) / switching, mW / internal (mW) / leakage, nW
logic: 1.99 / 0.883 / 1.11 / 0.787
registers: 2.00 / 0.329 / 1.67 / 1.16
clock network: 1.16 / 0.420 / 0.739 / 0.181
total: 5.15 / 1.63 / 3.52 / 2.13
[worst max-delay path, stage by stage, from the launching register on]
cell and delay, ps:
dfrtp_1 460, inv_1 100, ha_1 300, and2_1 260, a222oi_1 360, o21ai_0 170
mux2_2 290, clkdlybuf4s50_1 390
Power figures rest on the tool's default switching activity, not on a simulated workload.
